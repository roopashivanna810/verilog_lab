`config.mk`:
```
export PLATFORM = sky130hd
export DESIGN_NAME = fifo
export DESIGN_NICKNAME = fifo
export VERILOG_FILES = /design/flow/design.v
export SDC_FILE = /design/flow/constraint.sdc
export NUM_CORES = 4
export LEC_CHECK = 1
export CORE_UTILIZATION = 30
```
`design.v`:
```
module fifo(clk,rst,write_en,read_en,data_in,data_out,empty,full);
	parameter width=8;
	parameter depth=16;
	input clk,rst,write_en,read_en;
	input [width-1:0] data_in;
	output reg [width-1:0] data_out;
	output empty,full;
	reg [width-1:0] mem [depth-1:0];
	reg [4:0] wr_ptr,rd_ptr;
	assign empty=(wr_ptr==rd_ptr)?1'b1:1'b0;
	assign full= ((wr_ptr[4]!=rd_ptr[4])&&(wr_ptr[3:0]==rd_ptr[3:0]))?1'b1:1'b0;
	integer i;
	always@(posedge clk)
		begin
			if(rst)
				begin
					for(i=0;i<depth;i=i+1)
						begin
							mem[i]<=8'b0;
							wr_ptr<=5'b0;
						end
				end
			else if(write_en && !full)
				begin
				  mem[wr_ptr[3:0]]<=data_in;
				  wr_ptr<=wr_ptr+1'b1;
				end
			else
				mem[wr_ptr[3:0]]<=mem[wr_ptr[3:0]];
		end
	always@(posedge clk)
		begin
			if(rst)
				begin
				 data_out<=8'b0;
				 rd_ptr<=5'b0;
				end
			else if(read_en && !empty)
				begin
				 data_out<=mem[rd_ptr[3:0]];
				 rd_ptr<= rd_ptr+1'b1;
				end
			else
				data_out<=data_out;
		end
endmodule
```
`run.sh`:
```
#!/bin/bash
# OpenROAD 26Q1-2900-gdf79404cd8, Yosys 0.63+post, stock flow scripts
make -C /OpenROAD-flow-scripts/flow DESIGN_CONFIG=/design/flow/config.mk WORK_HOME=/design/flow/orfs finish
```
`constraint.sdc`:
```
current_design fifo

set clk_period 4.3
set clk_io_pct 0.2

create_clock -name clk0 -period $clk_period [get_ports {clk}]

set non_clock_inputs [all_inputs -no_clocks]
set_input_delay [expr $clk_period * $clk_io_pct] -clock clk0 $non_clock_inputs
set_output_delay [expr $clk_period * $clk_io_pct] -clock clk0 [all_outputs]
```
==> run_summary.xml <==
<?xml version="1.0" encoding="UTF-8"?>
<metrics>
  <group name="clock_tree">
    <metric name="htreeDepth" unit="">4</metric>
    <metric name="cts_made_buffers" unit="">17</metric>
    <metric name="post-cts-setup-buffer-count" unit="">0</metric>
    <metric name="clkTransAtPathRegs" unit="ns">0.06</metric>
    <metric name="tritoncts" unit="">built</metric>
    <metric name="cts_hold_repair.buffers" unit="">0</metric>
    <metric name="cts.repair.resized" unit="">0</metric>
    <metric name="clockBufferDepth" unit="">2</metric>
    <metric name="clk_root_buffer_cell" unit="">clkbuf_16</metric>
    <metric name="clock_sinks" unit="">146</metric>
    <metric name="clkLatencyLatePin" unit="ns">0.42</metric>
  </group>
  <group name="sta">
    <metric name="setup_slack" unit="ns">1.18</metric>
    <metric name="fmaxAchievable" unit="MHz">320</metric>
    <metric name="setup_tns" unit="ns">0</metric>
    <metric name="fin_skew" unit="ns">0.0102</metric>
    <metric name="timing_hold_violations_final" unit="">0</metric>
    <metric name="report.final.setup_viol" unit="">0</metric>
    <metric name="slew_headroom" unit="">0.439</metric>
    <metric name="post-route-period-util" unit="">0.726</metric>
    <metric name="final_critical_path_required_period" unit="ns">3.12</metric>
    <metric name="final-max-slew-violation-count" unit="">0</metric>
    <metric name="setup_repair_after_global_routing_missed_its_margin" unit="">false</metric>
    <metric name="slew_worst_pin" unit="ns">0.841</metric>
  </group>
  <group name="worst_setup_path">
    <metric name="timing.critical_path.to" unit="">full</metric>
    <metric name="worstSetupPathType" unit="">reg2out</metric>
    <metric name="crit_required" unit="ns">3.44</metric>
    <metric name="critical_path.reg2reg.startpoint" unit="">rd_ptr[0]</metric>
    <metric name="cp_max_fo" unit="">13</metric>
    <metric name="worst_r2r_endpoint" unit="">data_out[6]</metric>
    <metric name="crit_path_end_kind" unit="">primary output</metric>
    <metric name="worstRegToRegCells" unit="">5</metric>
    <metric name="critical_path.startpoint_type" unit="">flip-flop</metric>
    <metric name="worst_ep_arrival_time" unit="ns">2.26</metric>
    <metric name="critical_path_origin" unit="">wr_ptr[3]</metric>
    <metric name="worst-r2r-setup-slack" unit="ns">1.67</metric>
  </group>
  <group name="logic_synthesis">
    <metric name="async_reset_ff_frac" unit="">0</metric>
    <metric name="netlist_area_before_placement" unit="sq mm">0.00658</metric>
    <metric name="yosys-top-cells-area" unit="">edfxtp_1 58%, mux4_2 11%, nor2_1 7.5%</metric>
    <metric name="seq_share_synth" unit="">0.639</metric>
    <metric name="ys_chip_area" unit="sq mm">0.00658</metric>
    <metric name="edf_count" unit="">128</metric>
    <metric name="syn_avg_cell_area" unit="sq um">13.4</metric>
    <metric name="number_of_cells_in_yosys_stat" unit="">492</metric>
    <metric name="synthDistinctLibCells" unit="">37</metric>
    <metric name="synth_area_leader_cell" unit="">edfxtp_1</metric>
    <metric name="synth.top_cell.area_share" unit="">0.584</metric>
    <metric name="post_synthesis_cells" unit="">492</metric>
    <metric name="ys.flops" unit="">146</metric>
    <metric name="ys_dominant_reg_cell" unit="">edfxtp_1</metric>
    <metric name="yosysWarnings" unit="">1</metric>
  </group>
  <group name="floorplan">
    <metric name="initCoreUtil" unit="">0.309</metric>
    <metric name="pin_count" unit="">22</metric>
    <metric name="dieHeight" unit="um">150</metric>
    <metric name="total_die_size" unit="sq mm">0.0225</metric>
    <metric name="die_width" unit="um">150</metric>
    <metric name="core.rowCount" unit="">53</metric>
    <metric name="floorplan.core_area" unit="sq mm">0.0213</metric>
  </group>
  <group name="min_path">
    <metric name="hp-class" unit="">reg2reg</metric>
    <metric name="hold_path_depth" unit="">2</metric>
  </group>
  <group name="routing">
    <metric name="antenna-diode-count" unit="">0</metric>
    <metric name="routed_via_count" unit="">4046</metric>
    <metric name="avgViaCountPerCell" unit="">5.03</metric>
    <metric name="detail_route.wirelength" unit="um">15600</metric>
    <metric name="drt-initial-drc-count" unit="">237</metric>
    <metric name="drc" unit="">0</metric>
    <metric name="drt_pass1_iterations" unit="">6</metric>
    <metric name="drt-wirelength-per-cell" unit="um">19.4</metric>
    <metric name="drt.antenna.violating_nets" unit="">0</metric>
  </group>
  <group name="power_and_ir_drop">
    <metric name="power.sequential.fraction" unit="">0.474</metric>
    <metric name="net_load_switching_power" unit="uW">793</metric>
    <metric name="share_of_total_power_in_combinational_logic" unit="">0.120</metric>
    <metric name="p_leak" unit="nW">2.55</metric>
    <metric name="clock_power_share" unit="">0.405</metric>
    <metric name="power.internal" unit="mW">2.71</metric>
    <metric name="ir_worst_vdd" unit="V">0.000280</metric>
    <metric name="switching_share" unit="">0.226</metric>
    <metric name="powerDensity" unit="mW/mm^2">459</metric>
  </group>
  <group name="global_routing">
    <metric name="antenna_found_initial" unit="">0</metric>
    <metric name="grt_pass1_vias" unit="">4219</metric>
    <metric name="globalRoute.totalOverflow" unit="">0</metric>
    <metric name="maximum_number_of_pins_on_one_net_before_global_route_repair" unit="">37</metric>
    <metric name="grt_first_pass_wirelength" unit="um">23700</metric>
    <metric name="track_usage" unit="">0.153</metric>
  </group>
  <group name="finish">
    <metric name="post_route_cells_drive_above_1_share" unit="">0.166</metric>
    <metric name="mostFrequentLayoutCell" unit="">nor2_1</metric>
    <metric name="fin_area" unit="sq mm">0.00764</metric>
    <metric name="number_of_fill_cells" unit="">1948</metric>
    <metric name="finalCoreUtilization" unit="">0.359</metric>
    <metric name="fin_cells" unit="">804</metric>
    <metric name="synthToLayoutAreaGrowth" unit="%">16.1</metric>
    <metric name="most_frequently_placed_logic_cells_in_the_final_layout" unit="">132 x nor2_1, 128 x edfxtp_1, 43 x nand2_1, 32 x mux4_2, 21 x clkdlybuf4s50_1</metric>
  </group>
  <group name="placement">
    <metric name="place_inst" unit="">773</metric>
    <metric name="preCtsSetupSlack" unit="ns">1.18</metric>
    <metric name="gp_congestion" unit="">0.877</metric>
    <metric name="post_place_cell_area" unit="sq mm">0.00707</metric>
    <metric name="placed_wire_length_estimate" unit="um">11200</metric>
    <metric name="io_buffer_count" unit="">21</metric>
  </group>
  <group name="status">
    <metric name="status" unit="">finished, final reports clean</metric>
  </group>
  <group name="run">
    <metric name="stage_log_warnings" unit="">28</metric>
    <metric name="drv_cap" unit="">0</metric>
  </group>
</metrics>
## cell usage after synthesis, drive strengths merged, types with 3 or more instances
cell	count
xor2	6
o211ai	3
dfxtp	18
inv	3
o21ai	14
a21o	8
o31ai	4
buf	26
ha	5
clkbuf	7
nor2b	4
a22oi	16
a21oi	9
and2	10
xnor2	6
nand2	47
nor2	132
mux4	32
edfxtp	128
## worst max-delay path, cell delays in order (launching register included)
cell	delay [ns]
dfxtp_1	0.74
xnor2_1	0.21
nand4_2	0.27
nor2_1	0.16
clkdlybuf4s50_1	0.47
## flip-flops by register name, indices dropped and copies added (netlist names)
register and cells:
wr_ptr 5, rd_ptr 5, data_out 8, mem 128
## cells by family (layout without fill, tap and decap cells)
| family | Yosys count | count (layout) | share of synthesized area |
|---|---|---|---|
| AOI/OAI and AO/OA | 58 | 58 | 0.0597 |
| xor gates and xnor gates | 12 | 12 | 0.0183 |
| adders and majority gates | 5 | 5 | 0.00951 |
| buffers and inverters | 36 | 73 | 0.0323 |
| DFF | 146 | 146 | 0.639 |
| muxes | 34 | 34 | 0.113 |
| and+or+nand+nor | 201 | 201 | 0.129 |
## how the worst min path moves through the flow
stage	slack, ns	from	endpoint
4_1_cts	0.46	data_out[7]	data_out[7]
5_1_grt	0.47	data_out[4]	data_out[4]
6_report	0.46	data_out[7]	data_out[7]
## metal layers
layer | routed length, um | global-route usage | up-vias
met5 | 0 | 0 | -
met4 | 237 | 0.0242 | 0
met3 | 1970 | 0.0924 | 21
met2 | 7640 | 0.243 | 236
met1 | 5730 | 0.186 | 1955
li1 | - | - | 1834
## power by group through the flow
stage     Clock (mW)  Sequential [mW]  Combinational, mW
6_report        1.42             1.66              0.422
5_1_grt         1.50             1.67              0.457
4_1_cts         1.44             1.66              0.421
## metrics by stage
step | power, mW | hold slack (ns)
floorplan | 1.99 | 0.422
global placement | 2.11 | 0.452
detailed placement | 2.11 | 0.454
CTS | 3.53 | 0.462
global route | 3.63 | 0.474
finish | 3.51 | 0.458
## final cells by class
cell class                      instances  area, sq um  area share
Sequential cell                       146         4210       0.550
Multi-Input combinational cell        310         2160       0.283
Clock buffer                           18          429      0.0561
Timing Repair Buffer                   39          345      0.0452
Tap cell                              275          344      0.0450
Clock inverter                         13          144      0.0188
Inverter                                3         11.3     0.00147
Power and IR drop assume default switching activity.
