**flow/design.v**
```verilog
module ram_dual_port(clk,rst,waddr,raddr,we,re,data_in,data_out);
	 input clk,rst,we,re;
	 input [3:0] waddr,raddr;
	 input [7:0] data_in;
	 output reg [7:0] data_out;
	 integer i;
	 reg [7:0] mem [15:0];
	always@(posedge clk)
		begin
			if(rst)
				begin 
					for(i=0;i<16;i=i+1)
					 mem[i]<=8'b0;
				end
			else 
				begin
					if(we)
						mem[waddr]<=data_in;
					else
						mem[waddr]<=mem[waddr];
					if(re)
						data_out<=mem[raddr];
					else
						data_out<=data_out;
				end
		end
 endmodule
```
**flow/run.sh**
```bash
#!/bin/bash
# OpenROAD 26Q1-2900-gdf79404cd8, Yosys 0.63+post, stock flow scripts
make -C /OpenROAD-flow-scripts/flow DESIGN_CONFIG=/design/flow/config.mk WORK_HOME=/design/flow/orfs finish
```
**flow/config.mk**
```make
export PLATFORM = sky130hd
export DESIGN_NAME = ram_dual_port
export DESIGN_NICKNAME = ram_dual_port
export VERILOG_FILES = /design/flow/design.v
export SDC_FILE = /design/flow/constraint.sdc
export NUM_CORES = 4
export LEC_CHECK = 1
export CORE_UTILIZATION = 40
```
**flow/constraint.sdc**
```tcl
current_design ram_dual_port

set clk_period 6.6
set clk_io_pct 0.2

create_clock -name clk0 -period $clk_period [get_ports {clk}]

set non_clock_inputs [all_inputs -no_clocks]
set_input_delay [expr $clk_period * $clk_io_pct] -clock clk0 $non_clock_inputs
set_output_delay [expr $clk_period * $clk_io_pct] -clock clk0 [all_outputs]
```
==> flow_summary.toml <==
# synthesis and place-and-route metrics
[setup_path]
setup.worst_path.end_class = "flop"
crit_path_start_kind = "primary input"
crit_type = "primary input to flop"
cp_max_fo = 21
arrival_ns = 3.58
reg2reg_depth = 3
cp.required_ns = 6.70

[synthesis]
yosysUniqueCellTypes = 19
yosysWarningCount = 1
netlist_area_mm2 = 0.006108
ys_top_cells_by_count = "edfxtp_1, and2_1, mux4_2"
top_cell_area_share_pct = 66.86
ys_dominant_reg_cell = "edfxtp_1"
top_area_cell = "edfxtp_1"
synthArstFlopShare_pct = 0
synth.area.top_cells = "edfxtp_1, and2_1, mux4_2, a22oi_1, or2_2"
syn_inst = 384
yosysChipArea_mm2 = 0.006108
edf_count = 136
ys_seq_share_pct = 66.86
syn_avg_cell_area_um2 = 15.91
ys_cells = 384
synth_flops = 136
synthMostInstantiatedCell = "edfxtp_1"

[timing]
fmax_ghz = 0.2870
report.final.setup_viol = 0
finClkSkew_ns = 0.005930
period_needed_ns = 3.485
finalSetupTns_ns = 0
rsz0062_at_grt = "no"
slew_violations = 0
slew_headroom_pct = 41.43
hold_viol = 0
timing.final.crit_share_pct = 52.80
tightest_slew_ns = 0.8759
hold_ws_ns = 0.7807

[die]
rows = 44
die_area_mm2 = 0.01577
fp_util_pct = 41.56
ioPinCount = 28
coreArea_mm2 = 0.01470
die_h_um = 125.6
die_w_um = 125.6

[global_route]
overflow = 0
grt_first_pass_wirelength_mm = 20.62
grt_pass1_vias = 3451
grt_max_degree = 33
top_usage_layer = "met1"
grtUsageMet1_pct = 30.81
grt_use_met2_pct = 25.65
use_met3_pct = 12.56
grt_util_all_layers_pct = 19.63
antenna_found_initial = 0

[run]
max_cap_viol_count = 0
log.warning_count = 25

[placement]
place.gp.congestion = 0.8347
place_area_mm2 = 0.006534
dpl.hpwl_mm = 9.076
io_buffers = 27
dpl.cell_count = 577

[finish]
fillCellCount = 1190
final_area_mm2 = 0.007126
postLayoutCoreUtil_pct = 48.48
flop_area_mm2 = 0.004084
mi_logic_area_mm2 = 0.001939
area_growth_pct = 16.65
stdcell_count = 608
drive_gt1_share_pct = 19.34

[clocking]
postCtsSetupBuffers = 0
hold_buffers = 0
cts.sinks = 136
max-clock-path-buffers = 2
htree_levels = 4
clock_latency_ns = 0.41
cts_tree = "built"
cts_root_buf = "clkbuf_16"
clkTransAtPathRegs_ns = 0.05
cts_resized = 0
numCtsBuffers = 17

[drt]
antennaDiodeCount = 0
drc = 0
drt-initial-drc-count = 209
dr_total_vias = 3172
drt-wirelength-per-cell_um = 21.78
first_pass_iters = 27
wl_mm = 13.24
routed_via_density = 5.217
antenna_left = 0

[power]
p_leak_nw = 2.457
p_per_area_mw_per_mm2 = 295.4
ir_drop_mv = 0.1637

[status]
status = "completed"

[worst_hold_path]
hold_path.class = "flop to flop"
min_delay_path_depth = 3
flip-flops by register name, indices dropped and copies added, names as in the netlist:
signal and count:
data_out 8, mem 128
cell type report:
| cell class | count | share of cell area, % |
|---|---|---|
| Timing Repair Buffer | 29 | 3.933 |
| Multi-Input combinational cell | 228 | 27.22 |
| Clock buffer | 20 | 6.128 |
| Tap cell | 184 | 3.231 |
| Sequential cell | 136 | 57.31 |
| Clock inverter | 11 | 2.177 |
critical path, stage by stage:
cell and delay, ns:
clkdlybuf4s50_1 0.87, nand4bb_1 0.48, nor3_1 0.56, or2_2 0.34
kinds of logic after synthesis:
group           synth area share, %
compound gates                1.966
mux                           11.80
flops                         66.86
simple gates                  17.98
buf+inv                       1.393
where the power goes:
group          switching, mW  internal, mW
Combinational         0.0760        0.0610
Clock                  0.324         0.624
Sequential            0.0187          1.00
path summary, 6_finish.rpt:
kind | slack [ns] | to | startpoint
setup / recovery | 3.12 | mem[8][5]$_SDFFCE_PN0P_ | rst
hold / removal | 0.78 | data_out[7]$_DFFE_PP_ | mem[1][7]$_SDFFCE_PN0P_
setup reg to reg | 5.05 | data_out[1]$_DFFE_PP_ | mem[15][1]$_SDFFCE_PN0P_
hold reg to reg | 0.78 | data_out[7]$_DFFE_PP_ | mem[1][7]$_SDFFCE_PN0P_
stage by stage:
stage | worst slack (ns) | power [mW]
floorplan | 3.867 | 1.109
global placement | 2.801 | 1.173
detailed placement | 2.723 | 1.176
CTS | 3.124 | 2.122
global route | 2.882 | 2.175
finish | 3.115 | 2.105
placed cells by master (no fill, tap or decap):
cell type,instances
edfxtp_1,136
and2_1,129
mux4_2,32
clkdlybuf4s50_1,26
clkbuf_16,17
a22oi_1,16
or2_2,16
nor2_1,10
nand2_1,9
bufinv_16,4
clkinv_2,4
nor2b_1,3
nor2_2,3
nor3_1,3
clkbuf_1,3
nand2b_1,2
nand4bb_1,2
clkinv_1,2
buf_4,2
or4b_4,1
nand4b_1,1
nor3_2,1
clkinvlp_4,1
buf_2,1
per-layer routing:
metal | vias up | share of wire, %
met5 | - | 0
met4 | 0 | 0.73
li1 | 1486 | -
met1 | 1534 | 43
met3 | 6 | 13
met2 | 146 | 43
Power and IR drop assume default switching activity.
