==> run.sh <==
#!/bin/bash
# OpenROAD 26Q1-2900-gdf79404cd8, Yosys 0.63+post, stock flow scripts
make -C /OpenROAD-flow-scripts/flow DESIGN_CONFIG=/design/flow/config.mk WORK_HOME=/design/flow/orfs finish
==> config.mk <==
export PLATFORM = sky130hd
export DESIGN_NAME = bit_number
export DESIGN_NICKNAME = bit_number
export VERILOG_FILES = /design/flow/design.v
export SDC_FILE = /design/flow/constraint.sdc
export NUM_CORES = 4
export LEC_CHECK = 1
export CORE_AREA = 10 10 109 109
export DIE_AREA = 0 0 119 119
==> constraint.sdc <==
current_design bit_number

set clk_period 15.9
set clk_io_pct 0.2

create_clock -name clk0 -period $clk_period

set non_clock_inputs [all_inputs -no_clocks]
set_input_delay [expr $clk_period * $clk_io_pct] -clock clk0 $non_clock_inputs
set_output_delay [expr $clk_period * $clk_io_pct] -clock clk0 [all_outputs]
==> design.v <==
module bit_number (
    input [31:0] num,
    output reg [5:0] ones_count,
    output reg [5:0] zeros_count
);
    integer i;
    always @(*) 
     begin
        ones_count = 0;
        zeros_count = 0;
        for (i = 0; i < 32; i = i + 1) 
          begin
            if (num[i] == 1)
                ones_count = ones_count + 1;
            else
                zeros_count = zeros_count + 1;
        end
    end
endmodule
==> reports/qor.txt <==
Top cells by area -> xnor2_1 15%, ha_1 8.3%, nand2_1 6.2%
Post-synth seq share -> 0
Fail Step -> global placement without I/O
Die Height -> 119 µm
ys cells -> 1336
Mapped Area -> 9379 µm²
synth unique cells -> 95
Cells after Synth -> 1336
Dominant cell area share -> 0.1457
First Error -> [ERROR GPL-0301] Utilization 113.845 % exceeds 100%.
Yosys warnings -> 1
Rows -> 36
Die W -> 119 µm
Starting Density -> 0.9730
post-synth top area cell -> xnor2_1
yosys stat chip area -> 9379 µm²
syn avg cell area -> 7.020 µm²
outcome -> stopped before the end
==> cell families after synthesis <==
logic type | count (synthesis) | synth area share
buffers and inverters | 143 | 0.06297
multiplexers | 44 | 0.05069
adder cells (fa/ha/maj) | 63 | 0.08378
AND-OR/OR-AND | 329 | 0.2311
AND/OR/NAND/NOR | 493 | 0.2592
XOR/XNOR | 264 | 0.3123
==> cells in the mapped netlist, types with 14 or more instances <==
cell,count
xnor2_2,17
nor2b_1,44
nand2_1,154
clkbuf_1,47
inv_1,65
xnor2_1,156
mux2i_1,27
xor2_1,56
mux2_2,15
a21oi_1,83
nand3_1,42
nor3_1,33
nand4_1,14
ha_1,62
o21ai_0,74
nand2b_1,33
a31oi_1,32
o211ai_1,15
nor2_1,100
o22ai_1,16
